### flow/run.sh
#!/bin/bash
# OpenROAD 26Q1-2900-gdf79404cd8, Yosys 0.63+post, stock flow scripts
make -C /OpenROAD-flow-scripts/flow DESIGN_CONFIG=/design/flow/config.mk WORK_HOME=/design/flow/orfs finish
### flow/config.mk
export PLATFORM = sky130hd
export DESIGN_NAME = decoder
export DESIGN_NICKNAME = decoder
export VERILOG_FILES = /design/flow/design.v
export SDC_FILE = /design/flow/constraint.sdc
export NUM_CORES = 4
export LEC_CHECK = 1
export CORE_AREA = 10 10 111 111
export DIE_AREA = 0 0 121 121
### flow/constraint.sdc
current_design decoder

set clk_period 2.6
set clk_io_pct 0.2

create_clock -name clk0 -period $clk_period [get_ports {clk}]

set non_clock_inputs [all_inputs -no_clocks]
set_input_delay [expr $clk_period * $clk_io_pct] -clock clk0 $non_clock_inputs
set_output_delay [expr $clk_period * $clk_io_pct] -clock clk0 [all_outputs]
### flow/design.v
module decoder(
    input bit_in, 
    input reset, 
    input clk,
    output reg s, 
    output reg r, 
    output reg out, 
    output reg v, 
    output reg en, 
    output reg q, 
    output reg outf, 
    output reg [5:0] count_in = 6'b000000, 
    output reg [5:0] inc = 6'b000000
);
reg [3:0] state;
parameter s0 = 4'b0000, s1 = 4'b0001, s2 = 4'b0010, s3 = 4'b0011, s4 = 4'b0100, s5 = 4'b0101, s6 = 4'b0110, s7 = 4'b0111, s8 = 4'b1000, s9 = 4'b1001;
always @(posedge clk) begin
    if (reset)
        state <= s0;
    else begin
        case (state)
            s0: begin
                state <= s1;
                v <= 1'b0;
                en <= 1'b1;
            end
            s1: begin
                if (bit_in) begin
                    state <= s2;
                    s <= 1'b1;
                    r <= 1'b0;
                    v <= 1'b0;
                    en <= 1'b1;
                end else begin
                    state <= s2;
                    s <= 1'b0;
                    r <= 1'b1;
                    v <= 1'b0;
                    en <= 1'b1;
                end
            end
            s2: begin
                if (bit_in) begin
                    state <= s3;
                    s <= 1'b0;
                    r <= 1'b0;
                    v <= 1'b0;
                    en <= 1'b1;
                    count_in[0] <= 1'b1;
                    inc <= 6'd1;
                end else begin
                    s <= 1'b0;
                    r <= 1'b0;
                    state <= s5;
                    out <= 1'b0;
                    v <= 1'b1;
                    en <= 1'b1;
                    count_in[0] <= 1'b0;
                    inc <= 6'd1;
                end
            end
            s3: begin
                count_in <= count_in << 1;
                if (bit_in) begin
                    state <= s3;
                    s <= 1'b0;
                    r <= 1'b0;
                    v <= 1'b0;
                    en <= 1'b1;
                    count_in[0] <= 1'b1;
                    inc <= inc + 6'd1;
                end else begin
                    state <= s4;
                    s <= 1'b0;
                    r <= 1'b0;
                    v <= 1'b0;
                    en <= 1'b0;
                    count_in[0] <= 1'b0;
                    inc <= inc + 6'd1;
                end
            end
            s4: begin
                if (count_in == 0) begin
                    state <= s5;
                    s <= 1'b0;
                    r <= 1'b0;
                    out <= 1'b0;
                    v <= 1'b1;
                    en <= 1'b1;
                    inc <= inc;
                end else begin
                    state <= s4;
                    s <= 1'b0;
                    r <= 1'b0;
                    out <= 1'b0;
                    v <= 1'b1;
                    en <= 1'b0;
                    count_in <= count_in - 6'd1;
                    inc <= inc;
                end
            end
            s5: begin
                if ((bit_in == 1) && (inc != 0)) begin
                    state <= s6;
                    s <= 1'b0;
                    r <= 1'b0;
                    v <= 1'b0;
                    count_in[0] <= 1'b1;
                    en <= 1'b1;
                    inc <= inc - 6'd1;
                end else begin
                    state <= s7;
                    s <= 1'b0;
                    r <= 1'b0;
                    v <= 1'b0;
                    en <= 1'b1;
                    count_in[0] <= 1'b0;
                    inc <= inc - 6'd1;
                end
            end
            s6: begin
                if (inc != 0) begin
                    count_in <= count_in << 1;
                    if ((bit_in == 1) && (inc != 0)) begin
                        state <= s6;
                        s <= 1'b0;
                        r <= 1'b0;
                        v <= 1'b0;
                        count_in[0] <= 1'b1;
                        en <= 1'b1;
                        inc <= inc - 6'd1;
                    end else if ((bit_in == 0) && (inc != 0)) begin
                        state <= s7;
                        s <= 1'b0;
                        r <= 1'b0;
                        v <= 1'b0;
                        en <= 1'b1;
                        count_in[0] <= 1'b0;
                        inc <= inc - 1'b1;
                    end else if (inc == 0) begin
                        state <= s8;
                        s <= 1'b0;
                        r <= 1'b0;
                        v <= 1'b0;
                        en <= 1'b0;
                        inc <= 6'd0;
                    end
                end
            end
            s7: begin
                if (inc != 0) begin
                    count_in <= count_in << 1;
                    if ((bit_in == 0) && (inc != 0)) begin
                        state <= s7;
                        s <= 1'b0;
                        r <= 1'b0;
                        v <= 1'b0;
                        en <= 1'b1;
                        count_in[0] <= 1'b0;
                        inc <= inc - 6'd1;
                    end else if ((bit_in == 1) && (inc != 0)) begin
                        state <= s6;
                        s <= 1'b0;
                        r <= 1'b0;
                        v <= 1'b0;
                        en <= 1'b1;
                        count_in[0] <= 1'b1;
                        inc <= inc - 6'd1;
                    end else begin
                        state <= s8;
                        s <= 1'b0;
                        r <= 1'b0;
                        v <= 1'b0;
                        en <= 1'b0;
                        inc <= 6'd0;
                    end
                end
            end
            s8: begin
                if (count_in != 0) begin
                    state <= s9;
                    s <= 1'b0;
                    r <= 1'b0;
                    out <= 1'b0;
                    v <= 1'b1;
                    en <= 1'b0;
                    inc <= 6'd0;
                end else begin
                    state <= s1;
                    s <= 1'b0;
                    r <= 1'b0;
                    out <= 1'b1;
                    v <= 1'b1;
                    en <= 1'b0;
                    inc <= 6'd0;
                end
            end
            s9: begin
                if (count_in != 0) begin
                    state <= s9;
                    s <= 1'b0;
                    r <= 1'b0;
                    out <= 1'b0;
                    v <= 1'b1;
                    en <= 1'b0;
                    count_in <= count_in - 6'd1;
                end else begin
                    state <= s1;
                    s <= 1'b0;
                    r <= 1'b0;
                    out <= 1'b1;
                    v <= 1'b1;
                    en <= 1'b0;
                    inc <= 6'd0;
                end
            end
        endcase
    end
end
always @(s, r) begin
    if (s == 1 && r == 0)
        q <= 1'b1;
    else if (s == 0 && r == 1)
        q <= 1'b0;
    else if ((s == 0 && r == 0) || (s == 1 && r == 1))
        q <= q;
end
always @(negedge clk) begin
    if (v == 1)
        outf <= q ^ out;
end
endmodule
==> out/results.ini <==
[run_status]
status=finished with violations
violations=setup timing

[placement]
gp_congestion=0.886
portBuffers=21
dpl.hpwl_um=2610
place_inst=305

[worst_setup_path]
end_kind=output pin
worst-path-max-fanout=1
crit_required_ps=2080
crit_path_start=outf$_DFFE_NP_
cp_num_buf_inv=1
critPathLaunchType=flop
worstPathCellList=buf_2
critPathTopFamily=flip-flops
r2r-start=out$_SDFFCE_PP0P_
worst-setup-path-type=reg2out
cp.arrival_ps=2100
cpMaxStageDelayCell=edfxtp_1
max_stage_delay_ps=350

[power]
p_per_area_nw_per_um2=515
vdd_ir_drop_max_mv=0.232
leakage_nw=0.688
p_sw_mw=0.235
internal_power_mw=0.798
power_mw=1.03
power.share.switching_pct=22.7
clock_power_share_pct=32.7
power_frac_seq_pct=52.8
comb_power_share_pct=14.5

[cts]
insertion_delay_ps=330
cts_buffers=3
cts_tree=yes
htree_levels=1
cts-root-buf=clkbuf_8
clock_path_buffers=2
hold_buffers=0
cts.reportedPaths.clkPinSlew_ps=90

[yosys]
ys_cells=152
synth_cell_type_count=41
synth.cell_area_um2=1560
yosysTopAreaCell=edfxtp_1
ys_chip_area_um2=1560
synth_cells=152
yosysWarningCount=1
synth-edff-count=18
flop_cell=edfxtp_1
topCellsByArea=edfxtp_1 35%, dfxtp_1 13%, ha_1 4.0%
yosysTopAreaCellShare_pct=34.7
avgSynthCellArea_um2=10.3
synth-seq-cells=29
ys_async_sr_fraction_pct=0

[die]
rows=36
die_y_um=121
fp-utilization_pct=15.8
io_pins=22
coreArea_um2=9860
die-width_um=121
die_area_um2=14600

[timing]
rsz0062_at_grt=true
clock_skew_ps=61.5
unclocked_regs=1
max_slew_margin_pct=62.6
setup_violations=1
hold_violations=0
slew_viol_final=0
tightest_slew_ps=556
untimed_endpoints=2
setup_slack_ps=-17.0

[drt]
first_iter_violations=113
routedWlPerCell_um=11.0
drc=0
antennaDiodeCount=0
drt_first_pass_iters=4
ant_nets=0
routed_wl_um=3400
viasPerCell=3.92
vias=1212

[hold_path]
hp-class=reg2reg
min_from=state[2]$_DFF_P_

[flow_run]
cap_violations=0
log.warning_count=30

[layout]
lay_top_count=clkdlybuf4s50_1
instances_no_fill=309
lay_top_cells=20 x clkdlybuf4s50_1, 18 x edfxtp_1, 14 x nor2_1
drive_above_1_share_pct=10.2
seq_area_um2=756
area_delta_synth_final_pct=28.6
logic_area_um2=753
fillers=1031

[global_routing]
grt_max_degree=17
grt_overflow=0
grt_pass1_vias=1144
grt_pass1_wl_um=5650
grt_util_all_layers_pct=4.64
antenna_found_initial=0

## metal layers
metal  global-route usage (%)  up-vias  wire length, um
met1                     6.30      557             1480
li1                         -      610                -
met3                     1.28        7              235
met4                    0.980        0               79
met2                     7.28       38             1600
met5                        0        -                0
## layout make-up
type	count	share of cell area, %
Inverter	9	1.69
Sequential cell	29	37.7
Clock inverter	2	1.69
Timing Repair Buffer	23	11.0
Clock buffer	3	2.06
Tap cell	133	8.30
Multi-Input combinational cell	110	37.6
## cell usage after synthesis (5+ instances only)
| library cell | number |
|---|---|
| ha_1 | 5 |
| nand2_1 | 10 |
| nor2_1 | 14 |
| o21ai_0 | 10 |
| a21oi_1 | 12 |
| dfxtp_1 | 10 |
| nor3_1 | 6 |
| nand2b_1 | 5 |
| edfxtp_1 | 18 |
| inv_1 | 10 |
## power groups by stage
stage	Sequential, mW	Clock (mW)	Combinational (mW)
4_1_cts	0.545	0.351	0.153
5_1_grt	0.551	0.370	0.171
6_report	0.545	0.338	0.150
## sequential cells by signal, summed over array words and instances, names as in the netlist
name,cells
inc,6
r,1
s,1
en,1
v,1
q,1
outf,1
out,1
count_in,6
state,10
## logic make-up (layout without fill, tap and decap cells)
logic type | Yosys count | after routing | synth area share (%)
and+or+nand+nor | 56 | 56 | 21.6
AOI/OAI and AO/OA | 43 | 43 | 19.5
DFF | 28 | 28 | 47.5
buffers and inverters | 13 | 37 | 3.21
adders and majority gates | 5 | 5 | 4.01
xor gates and xnor gates | 4 | 4 | 2.25
other | 1 | 1 | 0.241
muxes | 1 | 1 | 0.722
latches | 1 | 1 | 0.963
## path summary, 6_finish.rpt
check,depth (start not counted),slack [ps],to
max,1,-20,outf
min,2,510,state[7]$_DFF_P_
max reg2reg,1,520,outf$_DFFE_NP_
min reg2reg,2,510,state[7]$_DFF_P_
## through the flow
stage / hold slack [ps] / worst slack (ps) / cell area (um2) / setup TNS [ps] / utilization (%)
floorplan: 466 / 481 / 1560 / 0 / -
global placement: 488 / 10.1 / 1940 / 0 / 19.6
detailed placement: 490 / -8.81 / 1940 / -8.81 / 19.6
CTS: 511 / -40.0 / 2000 / -40.0 / 20.3
global route: 554 / -66.9 / 2000 / -66.9 / 20.3
finish: 506 / -17.0 / 2000 / -17.0 / 20.3
## repair_timing
action                                  CTS  global route
resized                                   3             0
endpoints found under the setup margin    1             1
setup buffers                             0             0
Power is estimated from default activity; no workload was simulated.
